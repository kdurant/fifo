--- flow/config.mk ---
export PLATFORM = sky130hd
export DESIGN_NAME = fifo_asyn
export DESIGN_NICKNAME = fifo_asyn
export VERILOG_FILES = /design/flow/design.v
export SDC_FILE = /design/flow/constraint.sdc
export NUM_CORES = 4
export LEC_CHECK = 1
export CORE_UTILIZATION = 50
--- flow/constraint.sdc ---
current_design fifo_asyn

set clk_period 3.4
set clk_io_pct 0.2

create_clock -name clk0 -period $clk_period [get_ports {rdclk}]
create_clock -name clk1 -period $clk_period [get_ports {wrclk}]

set non_clock_inputs [all_inputs -no_clocks]
set_input_delay [expr $clk_period * $clk_io_pct] -clock clk0 $non_clock_inputs
set_output_delay [expr $clk_period * $clk_io_pct] -clock clk0 [all_outputs]
--- flow/design.v ---
module  fifo_asyn #(parameter WIDTH = 8,DEPTH = 8)(
    input    wire    wrclk,
    input    wire    rdclk,
    input    wire    rst_n,
    input    wire    wr,                  
    input    wire    rd,                  
    input    wire    [WIDTH-1:0]  data,   
    output   wire    [WIDTH-1:0]  q,      
    output   wire    full,
    output   wire    empty
);
function integer clogb2 (input integer depth);
begin
    for (clogb2=0; depth>1; clogb2=clogb2+1) 
        depth = depth >>1;                          
end
endfunction               
(* ramstyle = "M9K" *) reg [WIDTH-1:0]      memory [0:DEPTH-1];
reg  [clogb2(DEPTH):0] wr_poi;     
reg  [clogb2(DEPTH):0] rd_poi;     
wire [clogb2(DEPTH):0] wr_poi_gray;
reg  [clogb2(DEPTH):0] wr_poi_gray1;
reg  [clogb2(DEPTH):0] wr_poi_gray2;
wire [clogb2(DEPTH):0] rd_poi_gray;
reg  [clogb2(DEPTH):0] rd_poi_gray1;
reg  [clogb2(DEPTH):0] rd_poi_gray2;
wire wr_flag;                    
wire rd_flag;                    
reg [WIDTH-1:0] q_r;             
assign q = q_r;
assign wr_poi_gray = wr_poi ^ (wr_poi>>1);  
assign rd_poi_gray = rd_poi ^ (rd_poi>>1);  
assign full =  (wr_poi_gray == {~rd_poi_gray2[clogb2(DEPTH):clogb2(DEPTH)-1],rd_poi_gray2[clogb2(DEPTH)-2:0]});
assign empty = (wr_poi_gray2 == rd_poi_gray);
assign wr_flag = ((wr == 1'b1) && (full == 1'b0));           
assign rd_flag = ((rd == 1'b1) && (empty == 1'b0)); 
always @(posedge wrclk or negedge rst_n) begin
    if (~rst_n) begin
        wr_poi <= 0;
    end  
    else begin
        wr_poi <= wr_flag ? wr_poi + 1'b1 : wr_poi;
        memory[wr_poi[clogb2(DEPTH)-1:0]] <= wr_flag ? data : memory[wr_poi[clogb2(DEPTH)-1:0]];
    end  
end  
always @(posedge rdclk or negedge rst_n) begin
    if (~rst_n) begin
        rd_poi <= 0;
        q_r <= 0;
    end  
    else begin
        rd_poi <= rd_flag ? rd_poi + 1'b1 : rd_poi;
        q_r <= rd_flag ? memory[rd_poi[clogb2(DEPTH)-1:0]] : q_r;
    end  
end  
always @(posedge rdclk or negedge rst_n) begin  
    if (~rst_n) begin
        wr_poi_gray1 <= 0;
        wr_poi_gray2 <= 0;
    end  
    else begin
        wr_poi_gray1 <= wr_poi_gray;    
        wr_poi_gray2 <= wr_poi_gray1;    
    end  
end  
always @(posedge wrclk or negedge rst_n) begin   
    if (~rst_n) begin
        rd_poi_gray1 <= 0;
        rd_poi_gray2 <= 0;
    end  
    else begin
        rd_poi_gray1 <= rd_poi_gray;
        rd_poi_gray2 <= rd_poi_gray1;
    end  
end  
endmodule
--- flow/run.sh ---
#!/bin/bash
# OpenROAD 26Q1-2900-gdf79404cd8, Yosys 0.63+post, stock flow scripts
make -C /OpenROAD-flow-scripts/flow DESIGN_CONFIG=/design/flow/config.mk WORK_HOME=/design/flow/orfs finish
==> impl_metrics.ini <==
; physical design summary
[synthesis]
ys_cells = 327
ys_ff = 96
postSynthSeqShare = 0.605
synth.distinct_cells = 44
yosys.area.top_type_share = 0.427
synth_cells = 327
edf_count = 64
top_area_cell = edfxtp_1
synthArstFlopShare = 0.333
synth.area.top_cells = edfxtp_1, dfrtp_1, mux2_2, ha_1, nand3_1
synth_area_sq_mm = 0.00450
ys_area_sq_mm = 0.00450
avgSynthCellArea_sq_um = 13.8
synth-main-ff-cell = edfxtp_1
yosysWarnings = 2

[floorplan]
die_y_um = 96.9
die-area_sq_mm = 0.00939
io_pins = 23
core_sq_mm = 0.00872
fp_util = 0.516
die-width_um = 96.9
rows = 34

[setup_path]
cp_max_fo = 10
reg2reg_from = wr_poi[0]
path_cells = ha_1 > ha_1 > or4_1 > or2_0 > a41oi_1 > mux2_2
crit_path_end_kind = flip-flop
worst-endpoint-arrival_ns = 3.13
crit_slowest_cell = or4_1
critPathTopFamily = simple AND/OR/NAND/NOR gates
start_kind = flip-flop
cp.required_ns = 3.58
slowest_delay_ns = 0.78
worstSetupPathType = reg -> reg
critPathMostFrequentCell = ha_1
cp_num_buf_inv = 0
worstSetupStartpoint = wr_poi[0]

[grt]
grt_pass1_wl_um = 16500
grt_start_max_net_pins = 33
overflow = 0
grt_usage = 0.255
grt_pass1_vias = 2935
antenna_found_initial = 0

[cts]
clk_pin_slew_ns = 0.08
clock-sinks = 96
cts-resized-gates = 0
post-cts-setup-buffers = 0
cts_tree = yes
postCtsHoldBufs = 0

[detailed_routing]
drt_pass1_iterations = 4
drt_wl_total_um = 10700
drtAntennaViolNets = 0
drt_iter0_markers = 180
wire_per_inst_um = 23.4
drc = 0
viasPerCell = 6.04
n_antenna_cell = 0
vias = 2780

[placement]
gp_congestion = 0.877
portBuffers = 21
dp_cells = 440
place_hpwl_um = 6930

[job]
cap_violations = 0
tool_warnings = 36

[sta]
finClkSkew_ns = 0.0135
finalMaxSlewViolations = 0
slew_headroom = 0.529
rsz0062_at_grt = false
setup_violations = 0
fin_tns_setup_ns = 0
tightest_slew_ns = 0.706
hold_violations = 0

[layout]
num-fill-cells = 684
instances_no_fill = 460
register_area_sq_mm = 0.00272
combGateArea_sq_mm = 0.00161
layout-area-overhead-vs-synth_pct = 11.5
drive_gt1_frac = 0.213

[power]
ir_drop_v = 0.000432
leakage_uw = 0.00182
power_density_mw_per_mm2 = 1050

[outcome]
status = finished clean

[min_path]
min_from = wr_poi_gray1[2]
hold_path_class = reg -> reg
kinds of logic after synthesis:
kind of cell / Yosys count / synth area share
multiplexers: 41 / 0.101
flip-flops: 96 / 0.605
AND-OR/OR-AND: 53 / 0.0934
XOR/XNOR: 12 / 0.0233
adder cells (fa/ha/maj): 16 / 0.0445
AND/OR/NAND/NOR: 77 / 0.0953
buffers and inverters: 32 / 0.0375
final timing paths:
path | depth (start not counted) | end | slack (ns)
worst min register to register | 0 | wr_poi_gray2[2] | 0.35
max in group clk0 | 5 | empty | 0.61
min in group asynchronous | 2 | rd_poi_gray1[2] | 0.45
min in group clk1 | 0 | rd_poi_gray2[3] | 0.36
max in group asynchronous | 2 | q_r[5] | 2.58
worst min-delay path | 0 | wr_poi_gray2[2] | 0.35
worst max register to register | 6 | memory[6][0] | 0.45
worst max-delay path | 6 | memory[6][0] | 0.45
state kept, by name, indices dropped and copies added, names as in the netlist:
signal	count
rd_poi_gray2	4
wr_poi_gray2	4
wr_poi_gray1	4
q_r	8
memory	64
wr_poi	4
rd_poi_gray1	4
rd_poi	4
layout make-up:
| cell class | instances | area share |
|---|---|---|
| clock buffers | 12 | 0.0329 |
| clock inverters | 8 | 0.0192 |
| inverters | 9 | 0.00673 |
| multi-input cells | 199 | 0.321 |
| flip-flops and latches | 96 | 0.542 |
| well taps | 108 | 0.0269 |
| repair buffers | 28 | 0.0513 |
synthesized netlist by cell type, drive strengths merged, types with 3 or more instances:
master and number:
nor3 15, xnor2 7, a22o 10, edfxtp 64
a31oi 10, nand3b 4, a41oi 5, a21oi 3
nand3 18, nor2b 4, nand2 12, mux2i 5
a221oi 10, and3 4, a22oi 6, clkbuf 7
or2 3, ha 16, buf 16, dfrtp 32
and2 8, xor2 5, mux2 36, inv 9
and4 4
metal layers:
metal,global-route usage,wire (um)
met3,0.157,1500
met4,0.0654,223
met1,0.358,4290
met5,0,0
met2,0.359,4730
metrics by stage:
stage           util  worst slack, ns  hold slack [ns]  instance area, sq um  total power, uW
6_report       0.576            0.449            0.353                  5020             5260
5_1_grt        0.576            0.311            0.357                  5020             5600
4_1_cts        0.576            0.498            0.355                  5020             5270
3_5_place_dp   0.546            0.528            0.335                  4760             4360
3_3_place_gp   0.546            0.606            0.333                  4760             4340
2_1_floorplan      -            0.834            0.331                  4500             3670
worst register-to-register path, stage by stage, from the launching register on:
cell and delay [ns]:
dfrtp_1 0.43, ha_1 0.24, ha_1 0.33, or4_1 0.78, or2_0 0.51, a41oi_1 0.25
mux2_2 0.25
cell usage in the layout (no fill, tap or decap), drive strengths merged, types with 2 or more instances in the layout:
cell type | synthesis | layout
edfxtp | 64 | 64
mux2 | 36 | 36
dfrtp | 32 | 32
clkdlybuf4s50 | 0 | 20
nand3 | 18 | 18
ha | 16 | 16
nor3 | 15 | 15
nand2 | 12 | 12
clkbuf | 7 | 12
a221oi | 10 | 10
a31oi | 10 | 10
inv | 9 | 10
a22o | 10 | 10
buf | 16 | 8
and2 | 8 | 8
xnor2 | 7 | 7
a22oi | 6 | 6
xor2 | 5 | 5
mux2i | 5 | 5
a41oi | 5 | 5
nor2b | 4 | 4
nand3b | 4 | 4
and4 | 4 | 4
and3 | 4 | 4
a21oi | 3 | 3
clkinv | 0 | 3
or2 | 3 | 3
nor2 | 2 | 2
a222oi | 2 | 2
bufinv | 0 | 2
clkinvlp | 0 | 2
o21ai | 2 | 2
power breakdown:
group          switching, uW  internal (uW)  total, uW
Combinational           1330            998       2330
Sequential               211           1830       2040
Clock                    397            492        889
Power and IR drop assume default switching activity.
