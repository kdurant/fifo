--- /design/flow/design.v ---
module  fifo_syn #
(
    parameter WIDTH = 8,
    parameter DEPTH = 8
)
( 
    input    wire    clk,                 
    input    wire    rst_n,
    input    wire    wr_req,                  
    input    wire    rd_req,                  
    input    wire    [WIDTH-1:0]  data,   
    output   wire    [WIDTH-1:0]  q,      
    output   wire    full,                
    output   wire    empty,               
    output   wire    [clogb2(DEPTH)-1:0] usedw  
);
function integer clogb2 (input integer depth);
begin
    for (clogb2=0; depth>1; clogb2=clogb2+1)  
        depth = depth >>1;                       	
end
endfunction               
(* ramstyle = "M9K" *) reg [WIDTH-1:0]      memory [0:DEPTH-1];
reg [clogb2(DEPTH):0] wr_poi;     
reg [clogb2(DEPTH):0] rd_poi;     
reg [WIDTH-1:0] q_r;             
reg [clogb2(DEPTH)-1:0] usedw_r;    
wire wr_flag;                    
wire rd_flag;                    
assign q = q_r;
assign usedw = usedw_r;
assign full = (wr_poi[clogb2(DEPTH)-1:0]== rd_poi[clogb2(DEPTH)-1:0]) && (wr_poi[clogb2(DEPTH)] ^ rd_poi[clogb2(DEPTH)] == 1);   
assign empty = (wr_poi[clogb2(DEPTH)-1:0]== rd_poi[clogb2(DEPTH)-1:0]) && (wr_poi[clogb2(DEPTH)] ^ rd_poi[clogb2(DEPTH)] == 0);  
assign wr_flag = ((wr_req == 1'b1) && (full == 1'b0));           
assign rd_flag = ((rd_req == 1'b1) && (empty == 1'b0));          
always @(posedge clk or negedge rst_n) 
begin
    if (~rst_n) 
    begin
        wr_poi <= 0;
    end  
    else 
    begin
        wr_poi <= wr_flag ? wr_poi + 1'b1 : wr_poi;
        memory[wr_poi[clogb2(DEPTH)-1:0]] <= wr_flag ? data : memory[wr_poi[clogb2(DEPTH)-1:0]];
    end  
end  
always @(posedge clk or negedge rst_n) 
begin
    if (~rst_n) 
    begin
        rd_poi <= 0;
        q_r <= 0;
    end  
    else 
    begin
        rd_poi <= rd_flag ? rd_poi + 1'b1 : rd_poi;
        q_r <= rd_flag ? memory[rd_poi[clogb2(DEPTH)-1:0]] : q_r;
    end  
end  
always @(posedge clk or negedge rst_n) 
begin
    if (~rst_n) 
    begin
        usedw_r <= 0;
    end  
    else 
    begin
        case ({wr_flag,rd_flag})
            2'b00: 
            begin
                usedw_r <= usedw_r;
            end 
            2'b10: 
            begin
                if (usedw_r == DEPTH-1) 
                begin   
                    usedw_r <= usedw_r;
                end
                else 
                begin
                    usedw_r <= usedw_r + 1'b1;
                end
            end
            2'b01: 
            begin
                if (usedw_r == 0) 
                begin      
                    usedw_r <= usedw_r;
                end
                else 
                begin
                    usedw_r <= usedw_r - 1'b1;
                end
            end
            2'b11: 
            begin
                usedw_r <= usedw_r;
            end                                             
            default:  usedw_r <= 0;
        endcase  
    end  
end  
endmodule
--- /design/flow/config.mk ---
export PLATFORM = sky130hd
export DESIGN_NAME = fifo_syn
export DESIGN_NICKNAME = fifo_syn
export VERILOG_FILES = /design/flow/design.v
export SDC_FILE = /design/flow/constraint.sdc
export NUM_CORES = 4
export LEC_CHECK = 1
export CORE_UTILIZATION = 40
--- /design/flow/run.sh ---
#!/bin/bash
# OpenROAD 26Q1-2900-gdf79404cd8, Yosys 0.63+post, stock flow scripts
make -C /OpenROAD-flow-scripts/flow DESIGN_CONFIG=/design/flow/config.mk WORK_HOME=/design/flow/orfs finish
--- /design/flow/constraint.sdc ---
current_design fifo_syn

set clk_period 4.0
set clk_io_pct 0.2

create_clock -name clk0 -period $clk_period [get_ports {clk}]

set non_clock_inputs [all_inputs -no_clocks]
set_input_delay [expr $clk_period * $clk_io_pct] -clock clk0 $non_clock_inputs
set_output_delay [expr $clk_period * $clk_io_pct] -clock clk0 [all_outputs]
==> report_table.html <==
<h3>Flow metrics</h3>
<table>
<tr><th>Metric</th><th>Value</th></tr>
<tr><th colspan="2">Run status</th></tr>
<tr><td>Run status</td><td>finished, final reports clean</td></tr>
<tr><th colspan="2">Place</th></tr>
<tr><td>Post-detail-place hpwl</td><td>6.30 mm</td></tr>
<tr><td>Port bufs</td><td>24</td></tr>
<tr><td>Placer congestion estimate</td><td>0.899</td></tr>
<tr><th colspan="2">Timing</th></tr>
<tr><td>Total negative slack</td><td>0 ns</td></tr>
<tr><td>Highest attainable clock frequency</td><td>349 MHz</td></tr>
<tr><td>Post-route minimum period</td><td>2.86 ns</td></tr>
<tr><td>Final clock skew</td><td>0.0102 ns</td></tr>
<tr><td>Final setup violating endpoints</td><td>0</td></tr>
<tr><td>Fin crit share</td><td>0.716</td></tr>
<tr><td>Worst rel slew slack</td><td>0.506</td></tr>
<tr><td>Slew Limit Fails</td><td>0</td></tr>
<tr><td>Endpoints failing hold</td><td>0</td></tr>
<tr><td>Transition time at the pin with the least slew margin</td><td>0.741 ns</td></tr>
<tr><td>RSZ-0062 raised after global routing</td><td>no</td></tr>
<tr><th colspan="2">Worst setup path</th></tr>
<tr><td>Worst EP arrival</td><td>2.06 ns</td></tr>
<tr><td>Number of cells traversed by the worst register-to-register path</td><td>7</td></tr>
<tr><td>Worst r2r dst</td><td>q_r[6]$_DFFE_PN0P_</td></tr>
<tr><td>CP peak stage delay</td><td>0.49 ns</td></tr>
<tr><td>CP cell instances</td><td>xor2_1 &gt; or2_2 &gt; nor3_1 &gt; clkdlybuf4s50_1</td></tr>
<tr><td>Crit Path Class</td><td>flip-flop to primary output</td></tr>
<tr><td>Critical path data required time</td><td>3.20 ns</td></tr>
<tr><td>Register-to-register setup slack</td><td>1.24 ns</td></tr>
<tr><td>Critical path's slowest cell</td><td>sky130_fd_sc_hd__dfrtp_1</td></tr>
<tr><td>Crit. End Element</td><td>primary output</td></tr>
<tr><td>Worst Setup Start Kind</td><td>flip-flop</td></tr>
<tr><td>Largest fanout of any net on the critical path</td><td>8</td></tr>
<tr><td>Launching point of the worst reg2reg path</td><td>rd_poi[2]$_DFFE_PN0P_</td></tr>
<tr><th colspan="2">Logic synthesis</th></tr>
<tr><td>Post-synthesis instance total</td><td>321</td></tr>
<tr><td>Post-synthesis average cell area</td><td>12.6 um^2</td></tr>
<tr><td>Chip area in the Yosys report</td><td>4060 um^2</td></tr>
<tr><td>Top cell type by instance count after synthesis</td><td>sky130_fd_sc_hd__edfxtp_1</td></tr>
<tr><td>Xor/xnor share</td><td>0.0194</td></tr>
<tr><td>Number of cells in Yosys stat</td><td>321</td></tr>
<tr><td>Post-synthesis cell type with the largest combined area</td><td>sky130_fd_sc_hd__edfxtp_1</td></tr>
<tr><td>Biggest combinational cell group after synthesis</td><td>AND-OR/OR-AND gates</td></tr>
<tr><td>MUX area fraction</td><td>0.0441</td></tr>
<tr><td>Synth Area in Adders</td><td>0.0481</td></tr>
<tr><td>Ys Warns</td><td>2</td></tr>
<tr><td>Register area share after synthesis</td><td>0.591</td></tr>
<tr><td>Post-Synthesis Cell Area</td><td>4060 um^2</td></tr>
<tr><td>Dominant register cell in the synthesized netlist</td><td>sky130_fd_sc_hd__edfxtp_1</td></tr>
<tr><td>FFs w/ async S/R, synth</td><td>0.229</td></tr>
<tr><td>Count of library flops with an enable pin</td><td>64</td></tr>
<tr><td>Count of cell types in the netlist</td><td>46</td></tr>
<tr><td>Area contributors post-synth</td><td>sky130_fd_sc_hd__edfxtp_1 (47%), sky130_fd_sc_hd__dfrtp_1 (12%), sky130_fd_sc_hd__ha_1 (4.3%)</td></tr>
<tr><td>Simple-Gate Area Share</td><td>0.0898</td></tr>
<tr><td>Most frequent cells after synthesis</td><td>sky130_fd_sc_hd__edfxtp_1 (64), sky130_fd_sc_hd__nand2_1 (25), sky130_fd_sc_hd__o21ai_1 (20), sky130_fd_sc_hd__dfrtp_1 (19), sky130_fd_sc_hd__mux2_2 (15)</td></tr>
<tr><td>Fraction of post-synthesis cell area in the top cell type by area</td><td>0.474</td></tr>
<tr><td>Ys flops</td><td>83</td></tr>
<tr><td>Compound Share, Synth</td><td>0.173</td></tr>
<tr><th colspan="2">Min path</th></tr>
<tr><td>HP Start</td><td>q_r[3]$_DFFE_PN0P_</td></tr>
<tr><td>Worst Hold End</td><td>q_r[3]$_DFFE_PN0P_</td></tr>
<tr><td>Hold Path Stages</td><td>2</td></tr>
<tr><td>HP Class</td><td>flip-flop to flip-flop</td></tr>
<tr><th colspan="2">Clocking</th></tr>
<tr><td>TritonCTS clock tree</td><td>yes</td></tr>
<tr><td>Skew-Pair Late Insertion Delay</td><td>0.36 ns</td></tr>
<tr><td>Number of clock buffers inserted by TritonCTS</td><td>9</td></tr>
<tr><td>Post-CTS Hold Buffers</td><td>0</td></tr>
<tr><td>Sink Count</td><td>83</td></tr>
<tr><td>Buffer count from post-CTS setup fixing</td><td>0</td></tr>
<tr><td>Clock transition at path regs</td><td>0.08 ns</td></tr>
<tr><td>Number of buffers between clock root and the deepest sink</td><td>2</td></tr>
<tr><td>Resized Gates After CTS</td><td>0</td></tr>
<tr><td>H-tree lvl count</td><td>3</td></tr>
<tr><td>Buffer cell driving the clock tree root</td><td>sky130_fd_sc_hd__clkbuf_8</td></tr>
<tr><th colspan="2">GRT</th></tr>
<tr><td>Maximum number of pins on one net before global-route repair</td><td>33</td></tr>
<tr><td>Number of antenna violations at the first check in global routing</td><td>0</td></tr>
<tr><td>Number of global-route vias before repair</td><td>2813</td></tr>
<tr><td>Total routing usage reported by global routing</td><td>0.217</td></tr>
<tr><td>Total global routing overflow</td><td>0</td></tr>
<tr><td>Global-route wire length before repair</td><td>15.4 mm</td></tr>
<tr><th colspan="2">Floorplan</th></tr>
<tr><td>Chip area</td><td>10500 um^2</td></tr>
<tr><td>Effective utilization at floorplan</td><td>0.413</td></tr>
<tr><td># IOs</td><td>25</td></tr>
<tr><td>Count of standard-cell rows</td><td>36</td></tr>
<tr><td>Die extent in x</td><td>103 um</td></tr>
<tr><td>Core box area</td><td>9820 um^2</td></tr>
<tr><td>Die outline height</td><td>103 um</td></tr>
<tr><th colspan="2">Power and ir drop</th></tr>
<tr><td>Peak supply drop</td><td>262 uV</td></tr>
<tr><td>Power density over the cells</td><td>841 nW/um^2</td></tr>
<tr><td>Static Leak</td><td>1.68 nW</td></tr>
<tr><th colspan="2">Routing</th></tr>
<tr><td>ANT nets after route</td><td>0</td></tr>
<tr><td>Detailed-routing iteration count for the pre-antenna-repair pass</td><td>5</td></tr>
<tr><td>Number of antenna diodes</td><td>0</td></tr>
<tr><td>First-iteration detailed-routing DRC count</td><td>234</td></tr>
<tr><td>Via density per instance</td><td>5.98</td></tr>
<tr><td>Vias</td><td>2854</td></tr>
<tr><td>DR WL/cell</td><td>21.7 um</td></tr>
<tr><td>Total wire length after detailed routing</td><td>10.3 mm</td></tr>
<tr><td>Number of remaining DRC errors</td><td>0</td></tr>
<tr><th colspan="2">Final layout</th></tr>
<tr><td>Syn-to-layout area delta</td><td>14.2%</td></tr>
<tr><td>Share of post-route cells with drive strength above 1</td><td>0.125</td></tr>
<tr><td>Post-layout util</td><td>0.472</td></tr>
<tr><th colspan="2">Run</th></tr>
<tr><td>Warning total across the stage logs</td><td>34</td></tr>
<tr><td>Maxcap violations</td><td>0</td></tr>
</table>
stage by stage:
stage,power (mW),hold WS (ns),setup slack [ns],std cells,instance area [um^2]
after floorplan,2.59,0.431,1.64,321,4060
after global placement,3.14,0.489,1.16,461,4390
after detailed placement,3.15,0.488,1.13,461,4390
after CTS,3.89,0.504,1.11,477,4630
after global routing,4.12,0.521,0.991,477,4630
final,3.89,0.499,1.14,477,4630
state kept, by name, indices dropped and copies added, names as in the netlist:
signal	cells
usedw_r	3
memory	64
wr_poi	4
q_r	8
rd_poi	4
kinds of logic after synthesis:
family	count (synthesis)
muxes	16
xor gates and xnor gates	9
buffers and inverters	30
DFF	83
adders and majority gates	15
AOI/OAI and AO/OA	92
and+or+nand+nor	76
how the worst max path moves through the flow:
stage | to | slack, ns | cells after the start | start
finish | empty | 1.14 | 4 | wr_poi[1]$_DFFE_PN0P_
global route | full | 0.99 | 4 | wr_poi[1]$_DFFE_PN0P_
CTS | empty | 1.11 | 4 | wr_poi[1]$_DFFE_PN0P_
area by class of cell:
type,count,area (um^2)
fill,894,5190
inverter,8,30.0
sequential,83,2400
clock buffer,10,128
tap,133,166
timing repair buffer,29,278
multi-input combinational,208,1520
clock inverter,6,113
where the power goes:
part / internal, mW / leakage [nW] / switching [mW]
combinational: 0.700 / 0.745 / 1.00
sequential: 1.29 / 0.812 / 0.180
clock: 0.417 / 0.121 / 0.306
total: 2.40 / 1.68 / 1.49
placed cells by master, fill, tap and decap left out, drive strengths merged, types with 2 or more instances in the layout:
cell and count:
a211oi 2, a21oi 8, a221o 2, a221oi 9
a222oi 10, a22o 8, a22oi 12, a31o 2
and2 7, and3 9, buf 5, bufinv 3
clkbuf 10, clkdlybuf4s50 24, clkinv 2, dfrtp 19
edfxtp 64, ha 14, inv 9, mux2 15
nand2 25, nand3 7, nand4 2, nor2 13
nor2b 3, nor3 6, o2111ai 2, o211a 2
o21ai 25, o31ai 3, xnor2 5, xor2 4
layer usage:
layer  vias to the layer above  wire [um]  GRT usage
li1                       1282          -          -
met1                      1340       4120      0.295
met2                       198       4420      0.319
met3                        34       1420      0.112
met4                         0        380     0.0604
met5                         -          0          0
worst max-delay path, delay by kind of cell (launching register included):
| family | cells | cell delay, ns |
|---|---|---|
| AND/OR/NAND/NOR | 2 | 0.50 |
| flip-flops | 1 | 0.49 |
| buffers and inverters | 1 | 0.49 |
| XOR/XNOR | 1 | 0.23 |
Power and IR drop assume default switching activity.
